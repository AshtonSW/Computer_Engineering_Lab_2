==> /design/flow/design.v <==
`timescale 1ns / 1ps
module bcdadder(
input [3:0] a,b,
input cin,
output [3:0] sum,
output cout
    );
    wire c1, c2, c3, c4, s0, s1, s2, s3;
    assign s0 = a[0]^b[0]^cin,
    c1 = (cin&(a[0]^b[0])) | (a[0]&b[0]),
    s1 = a[1]^b[1]^c1,
    c2 = (c1&(a[1]^b[1])) | (a[1]&b[1]),
    s2 = a[2]^b[2]^c2,
    c3 = (c2&(a[2]^b[2])) | (a[2]&b[2]),
    s3 = a[3]^b[3]^c3,
    c4 = (c3&(a[3]^b[3])) | (a[3]&b[3]);
    assign cout = (s1 & s3) | (s2 & s3) | c4,
    sum[0] = s0,
    sum[1] = s1^cout,
    sum[2] = s2^cout^(cout&s1),
    sum[3] = (((cout&s1) & (cout^s2)) | (cout&s2)) ^ s3;
endmodule
==> /design/flow/run.sh <==
#!/bin/bash
# OpenROAD 26Q1-2900-gdf79404cd8, Yosys 0.63+post, stock flow scripts
make -C /OpenROAD-flow-scripts/flow DESIGN_CONFIG=/design/flow/config.mk WORK_HOME=/design/flow/orfs finish
==> /design/flow/config.mk <==
export PLATFORM = sky130hd
export DESIGN_NAME = bcdadder
export DESIGN_NICKNAME = bcdadder
export VERILOG_FILES = /design/flow/design.v
export SDC_FILE = /design/flow/constraint.sdc
export NUM_CORES = 4
export LEC_CHECK = 1
export CORE_AREA = 10 10 70 70
export DIE_AREA = 0 0 80 80
==> /design/flow/constraint.sdc <==
current_design bcdadder

set clk_period 4.8
set clk_io_pct 0.2

create_clock -name clk0 -period $clk_period

set non_clock_inputs [all_inputs -no_clocks]
set_input_delay [expr $clk_period * $clk_io_pct] -clock clk0 $non_clock_inputs
set_output_delay [expr $clk_period * $clk_io_pct] -clock clk0 [all_outputs]
==> flow_metrics.tcl <==
# collected from the flow reports
set metrics [dict create \
    tightest_slew_ns 0.1308 \
    critPathBufInv 4 \
    cp-start-kind "primary input" \
    io_buffers 14 \
    num_rows 21 \
    gp_congestion 0.8287 \
    cp_slowest_cell "fa_2" \
    lay_top_count "clkdlybuf4s50_1" \
    post_drt_wl_per_cell_um 7.000 \
    die_w_um 80 \
    via_per_inst 2.000 \
    die_y_um 80 \
    whs_ns 2.779 \
    path_max_fanout 2 \
    dp_hpwl_um 556.2 \
    use_met1_pct 2.410 \
    drt_iter0_drc 2 \
    worst_slew_margin_rel_pct 91.25 \
    use_met3_pct 2.273 \
    drive_gt1_share_pct 32.35 \
    status "finished, final reports clean" \
    syn_avg_cell_area_um2 9.454 \
    ff_count 0 \
    drc 0 \
    grt_max_degree 3 \
    die_area_um2 6400 \
    fin_setup_tns_ns 0 \
    grt_setup_unrepaired "no" \
    seqCellArea_um2 0 \
    finalHoldViolCount 0 \
    worstSetupEndpointType "output port" \
    wirelength_um 560 \
    grt-busiest-layer "met1" \
    synth_cell_types 7 \
    gr-usage-met2_pct 1.043 \
    ys_warn_count 0 \
    grt_pass1_wl_um 814 \
    ir_drop_uv 40.51 \
    drtAntennaViolNets 0 \
    nFillCells 394 \
    hold_class "primary input to output port" \
    fin_crit_ns 4.713 \
    crit_chain "clkdlybuf4s50_1 > inv_1 > fa_2 > fa_2 > inv_2 > fa_1 > a21o_1 > ha_2 > fa_2 > dlygate4sd2_1" \
    final_cell_mix "clkdlybuf4s50_1, inv_1, fa_2, dlygate4sd2_1, buf_4" \
    syn2layout_area_growth_pct 126.5 \
    layout_setup_ws_ns 0.08712 \
    track_usage_pct 1.602 \
    slew_violations 0 \
    postSynthCellCount 18 \
    holdBufCountCts 0 \
    antenna_found_initial 0 \
    arrival_ns 3.75 \
    fin_crit_sh_pct 98.19 \
    synth_seq_share_pct 0 \
    yosys_area_um2 170.2 \
    power.leakage_nw 0.1659 \
    core_area_um2 3416 \
    max_stage_delay_ns 0.51 \
    warning_count 32 \
    drv_cap 0 \
    criticalPathCategory "primary input to output port" \
    path_common_cell "fa_2" \
    route.vias.total 160 \
    finalPower_uw 62.87 \
    cp_top_family "adder cells" \
    finalSetupViolCount 0 \
    grt_pass1_vias 155 \
    dr.pass1.iters 2 \
    fp_util_pct 4.982 \
    critical_path_required_ns 3.84 \
    pre_cts_ws_ns -0.4895 \
    synth_area_um2 170.2 \
    fmax_mhz 212.2 \
    powerDensity_nw_per_um2 163.1 \
    antennaDiodeCount 0 \
    overflow 0 \
    nClkBuffers 0 \
    ys_cells 18 \
    ios 14 \
]
where the power goes:
| group | switching (mW) | internal (mW) |
|---|---|---|
| logic | 0.0219 | 0.0409 |
| clock network | 0 | 0 |
| registers | 0 | 0 |
cell type report:
cell class	instances	area, um2	area share [%]
multi-input combinational	9	145.1	37.66
inverter	8	30.03	7.792
timing repair buffer	17	152.6	39.61
tap	46	57.56	14.94
kinds of logic after synthesis:
| logic type | count (synthesis) | synth area share [%] |
|---|---|---|
| buf+inv | 9 | 22.06 |
| compound gates | 1 | 4.413 |
| simple gates | 1 | 2.204 |
| xor+xnor | 1 | 5.148 |
| fa+ha+maj | 6 | 66.18 |
routing by layer:
layer / share of wire, % / wire (um)
met5: 0 / 0
met4: 0 / 0
met2: 18 / 100
met1: 45 / 251
met3: 37 / 208
final timing paths:
| path | start | to | depth (start not counted) |
|---|---|---|---|
| max | b[1] | sum[2] | 10 |
| min | cin | sum[0] | 3 |
stage by stage:
stage / instance area (um2) / utilization, % / instances
finish: 385.4 / 11.28 / 80
global route: 385.4 / 11.28 / 80
CTS: 381.6 / 11.17 / 79
detailed placement: 375.4 / 10.99 / 79
global placement: 375.4 / 10.99 / 79
floorplan: 170.2 / - / 18
cell usage after synthesis:
cell type | number | area [um2]
inv_1 | 8 | 30.03
fa_1 | 5 | 100.1
a21o_1 | 1 | 7.510
buf_4 | 1 | 7.510
ha_1 | 1 | 12.51
nand2_1 | 1 | 3.750
xor2_1 | 1 | 8.760
what timing repair did:
action	in CTS	in global routing
resized	12	2
setup buffers	0	1
endpoints found under the setup margin	3	3
pin swaps	6	5
Power is estimated from default activity; no workload was simulated.
