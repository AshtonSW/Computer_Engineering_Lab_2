==> config.mk <==
export PLATFORM = sky130hd
export DESIGN_NAME = deccounter2421
export DESIGN_NICKNAME = deccounter2421
export VERILOG_FILES = /design/flow/design.v
export SDC_FILE = /design/flow/constraint.sdc
export NUM_CORES = 4
export LEC_CHECK = 1
export CORE_AREA = 10 10 70 70
export DIE_AREA = 0 0 80 80
==> constraint.sdc <==
current_design deccounter2421

set clk_period 2.4
set clk_io_pct 0.2

create_clock -name clk0 -period $clk_period [get_ports {clk}]

set non_clock_inputs [all_inputs -no_clocks]
set_input_delay [expr $clk_period * $clk_io_pct] -clock clk0 $non_clock_inputs
set_output_delay [expr $clk_period * $clk_io_pct] -clock clk0 [all_outputs]
==> design.v <==
`timescale 1ns / 1ps
module deccounter2421(clk, rst, out); 
input clk, rst;
output [3:0] out; 
reg[3:0] out;
reg[3:0] tmp;
initial out = 4'b0000; 
always @(posedge clk) begin 
if(rst == 1'b1) out = 4'b0000;
else if (out == 4'b0100) begin
    out = out + 4'b0001;
    tmp[3] = out[3];
    tmp[2] = out[2];
    tmp[1] = out[1];
    tmp[0] = out[0];
    out[3] = ((tmp[2]&tmp[1]) | (tmp[2]&tmp[0]) | tmp[3]);
    out[2] = ( tmp[3] | (tmp[2]&~tmp[0]) | (tmp[2]&tmp[1]) );
    out[1] = ( tmp[3] | (~tmp[2]&tmp[1]) | (tmp[2]&~tmp[1]&tmp[0]));
    out[0] = tmp[0];
    end
else out = out + 4'b0001;
end
endmodule
==> run.sh <==
#!/bin/bash
# OpenROAD 26Q1-2900-gdf79404cd8, Yosys 0.63+post, stock flow scripts
make -C /OpenROAD-flow-scripts/flow DESIGN_CONFIG=/design/flow/config.mk WORK_HOME=/design/flow/orfs finish
==> run summary <==
Physical implementation status

The last weighted congestion value of the routability-driven placer stands at 0.774. Setup repair after global routing left no endpoint under its margin. The register-to-register path setup slack stands at 0.76 ns. The flow ran to the end, and the final reports show no timing, DRC or antenna violations.

The design internal power stands at 151 µW. The detailed router's first-iteration violation count stands at 0. The sum of met3 wire segment lengths after detailed routing stands at around 5 µm. According to the hold report, the worst path is of the reg -> reg type. The sum of overflow across all layers after global routing stands at 0.

Signal nets in the final route climb as high as met3. The number of gates resized after CTS was 0. The number of different library cells used by synthesis comes to 14.

For this block, the via count after detailed routing is 209. The synthesized instance count is 27. The tally of OpenROAD warnings stands at 26. The number of flip-flops under the largest register name stands at 4. The relative contribution of sequential cells to total power stands at 0.397. The number of buffers and inverters on the critical path stands at 1. The floorplan die width stands at 80 µm. In this run the full chip footprint comes out at 6400 µm². Buffers inserted to repair hold after CTS numbered 0. Looking at the setup timing report, the critical path kind is reg -> out.

The finished cells cover approximately 360 µm². For this sky-water flow run, the detailed-routed wirelength per cell is reported as 6.89 µm. The number of port buffers stands at 5. Averaged over all synthesized cells, the footprint is ~8.3 µm². The flip-flop and latch count after synthesis stands at 4. The HPWL after detailed placement stands at 416 µm.

Including well taps, the total number of placed cells is 78. The placed cell area stands at 333 µm². After synthesis the cells add up to roughly 230 µm².

The clock edge transition at the registers on the reported setup and hold paths stands at ~0.040 ns. The capture point of the worst register-to-register path is recorded as out[1]. The report puts the cell count of the worst reg-to-reg path at 5. The final setup TNS stands at 0 ns. The number of global-route vias before repair stands at 234. The later-pin clock latency in the skew report stands at 0.23 ns. The number of nets still failing antenna checks after routing stands at 0. 6 I/O pins were placed.

Entering global routing, the biggest net connects 10 pins. The startpoint identified for the worst register-to-register timing path is out[0]. The share of the clock period used by the worst path after layout stands at 0.731. The switching power total stands at around 55 µW. STA classifies the critical path startpoint as a flip-flop. The routed length on met2 stands at ~290 µm.

TritonCTS built the clock tree. The share of total power in the clock network stands at 0.412. The routed layout reports a DRC error count of 0. In this run the deepest clock path goes through 2 buffers. Counting the warning lines in the Yosys log gives 1. The post-synthesis cell count from yosys stands at 27. The count of standard-cell rows stands at 21.

The slew of the pin with the lowest slew margin stands at 0.320 ns. Per the STA report, the cell with the highest stage delay on the worst path is clkdlybuf4s50_1. The final max-slew violation count recorded for this run is 0. The final timing report lists a hold violation count of 0. The number of setup buffers added after CTS is 0. According to the Yosys statistics, the synthesized design has a chip area of 225 µm². For this run, the detailed router's first-pass iteration total came to 1.

Per Yosys stat, the portion of area used by sequential elements is 0.356. The detailed router put a total of 261 µm of wire on met1. The switching share of power stands at 0.266.

Setup violations remaining at the end of the flow were counted as 0. The first global-routing pass estimated slightly above 1000 µm of wire. The max-slew check reports its worst relative slack as 0.787. For the worst setup path, the data arrival time is 1.27 ns.

The peak fanout along the critical path stands at 9. The fraction of the core area covered by cells at the end of the flow stands at 0.104. The highest clock frequency the design can meet stands at about 570 MHz.

On the critical path the largest part of the delay comes from buffers and inverters. The CTS sink count stands at 4. TritonCTS created 3 clock buffers. The number of cells on the worst hold path stands at 2. Looking at the clock tree report, the root buffer type is clkbuf_4. The chip height stands at 80 µm. The endpoint of the worst hold path is reported as out[2]. The total global routing track utilization stands at 0.0194. STA lists the startpoint of the worst hold path as out[2]. Looking at the clock tree report, the H-tree level count equals 1. The total wirelength of the detailed-routed design stands at 558 µm. The routed design shows a via density per instance of about 2.6. Per the summary, power density relative to cell area is approximately 580 nW/µm². The initial antenna violation count stands at 0. The number of max-cap violations stands at 0. The portion of total power attributed to combinational logic stands at 0.191. For this run, the slowest stage of the critical path takes 0.54 ns.

At the worst endpoint, the required time is 1.92 ns. The area growth from synthesis to layout stands at 57.8%. Per STA, the worst path is made up of clkdlybuf4s50_1. The worst VDD IR drop from the latest analysis is 0.183 mV. The worst setup path is captured at a primary output. The antenna cell count stands at 0. The starting density of the core stands at 0.0659.

The area of the core stands at 3420 µm². The worst setup skew after layout stands at around 0.00080 ns. The static leakage stands at 0.119 nW.

In the final layout, the share of cells above drive strength 1 is 0.143. Excluding fillers, the count of instances in the completed layout stands at around 80. The worst path needs roughly 1.8 ns of the cycle, external delays included.
## layer usage
layer	vias to the layer above	track usage
met5	-	0
met4	0	0.00528
met3	0	0.0114
met2	2	0.0305
met1	92	0.0219
li1	115	-
## area by class of cell
type | count | area [µm²]
Clock buffer | 3 | 22.5
Fill cell | 399 | 3060
Inverter | 5 | 18.8
Multi-Input combinational cell | 18 | 126
Sequential cell | 4 | 80.1
Tap cell | 46 | 57.6
Timing Repair Buffer | 5 | 50.0
## cells in the mapped netlist
library cell / number / share of area
o41ai_1: 1 / 0.039
nand3b_1: 1 / 0.033
dfxtp_1: 4 / 0.36
a21oi_1: 3 / 0.067
ha_1: 2 / 0.11
a21o_2: 1 / 0.039
o21ai_0: 1 / 0.022
inv_1: 5 / 0.083
nand4_1: 1 / 0.028
a311oi_1: 1 / 0.039
nand2_2: 1 / 0.028
nor2_1: 2 / 0.033
or3_1: 2 / 0.056
o211ai_1: 2 / 0.067
## logic make-up (layout without fill, tap and decap cells)
group                      after synthesis  count (layout)  share of synthesized area
and+or+nand+nor                          7               7                      0.178
adders and majority gates                2               2                      0.111
buffers and inverters                    5              13                     0.0833
AOI/OAI and AO/OA                        9               9                      0.272
DFF                                      4               4                      0.356
## worst max path at each step
stage	start	endpoint	slack, ns	depth (start not counted)
finish	out[0]	out[0]	0.65	1
global route	out[0]	out[0]	0.57	1
CTS	out[0]	out[0]	0.63	1
## power groups by stage
stage / combinational [mW] / sequential [mW] / clock [mW]
CTS: 0.0396 / 0.0814 / 0.0901
global route: 0.0450 / 0.0829 / 0.0992
finish: 0.0392 / 0.0814 / 0.0846
## placed cells by master (no fill, tap or decap), types with 2 or more instances in the layout
cell type / instances
inv_1: 5
clkdlybuf4s50_1: 5
dfxtp_1: 4
a21oi_1: 3
clkbuf_4: 3
nor2_1: 2
or3_1: 2
o211ai_1: 2
ha_1: 2
## per-stage QoR
step                      power (mW)  hold WS, ns  setup WS [ns]
after detailed placement       0.122        0.542          0.767
after global placement         0.120        0.530          0.815
after global routing           0.227        0.576          0.569
after floorplan                0.103        0.481          0.921
after CTS                      0.211        0.547          0.628
final                          0.205        0.545          0.646
Power and IR drop assume default switching activity.
