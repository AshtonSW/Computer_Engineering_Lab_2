--- ./config.mk ---
export PLATFORM = sky130hd
export DESIGN_NAME = seg7
export DESIGN_NICKNAME = seg7
export VERILOG_FILES = /design/flow/design.v
export SDC_FILE = /design/flow/constraint.sdc
export NUM_CORES = 4
export LEC_CHECK = 1
export CORE_AREA = 10 10 70 70
export DIE_AREA = 0 0 80 80
--- ./constraint.sdc ---
current_design seg7

set clk_period 1.6
set clk_io_pct 0.2

create_clock -name clk0 -period $clk_period

set non_clock_inputs [all_inputs -no_clocks]
set_input_delay [expr $clk_period * $clk_io_pct] -clock clk0 $non_clock_inputs
set_output_delay [expr $clk_period * $clk_io_pct] -clock clk0 [all_outputs]
--- ./design.v ---
`timescale 1ns / 1ps
module seg7(
input a,b,c,d,
output outa, outb, outc, outd, oute, outf, outg, outdp, digit);
    assign outa = (~a&c)|(a&~d)|(~a&~b&~c&~d)|(~a&b&~c&d)|(a&b&c&d)|(a&~b&~c&d);
    assign outb = (~a&~b)|(~a&~c&~d)|(~b&~c)|(a&~b&~d)|(a&~c&d)|(~a&c&d);
    assign outc = (~a&~c)|(a&~b)|(~c&d)|(~a&d)|(~a&b&c);
    assign outd = (~b&~c&~d)|(a&~c&~d)|(b&~c&d)|(~b&c&d)|(~a&~b&c)|(b&c&~d);
    assign oute = (a&c)|(c&~d)|(a&~d)|(a&b)|(~a&~b&~d);
    assign outf = (b&~d)|(a&~b)|(~a&~c&~d)|(~a&b&~c)|(a&c&d);
    assign outg = (a&~b)|(~b&c)|(c&~d)|(~a&b&~c)|(a&b&d);
    assign outdp = 1;
    assign digit = outa|outb|outc|outd|oute|outf|outg|outdp;
endmodule
--- ./run.sh ---
#!/bin/bash
# OpenROAD 26Q1-2900-gdf79404cd8, Yosys 0.63+post, stock flow scripts
make -C /OpenROAD-flow-scripts/flow DESIGN_CONFIG=/design/flow/config.mk WORK_HOME=/design/flow/orfs finish
==> results.yml <==
# flow metrics
floorplanning:
  ios: 13
  die_area_um2: 6400
  initCoreUtil: 0.0773
  core_um2: 3420
  dieWidth_um: 80
  row_count: 21
  die_y_um: 80
critical_path:
  worst_ep_required_time_ns: 1.28
  startpoint_type: "primary input"
  max_stage_delay_ns: 0.20
  slowest_stage: "and3b_4"
  critPathMaxFanout: 4
  path_buffers: 4
  critPathLaunch: "b"
  crit_top_cell: "buf_2"
  cp.arrival_ns: 1.22
  critPathCaptureType: "output port"
  path_delay_family: "buffers and inverters"
  worstSetupPathType: "in2out"
  crit_chain: "buf_2 > buf_6 > buf_4 > and3b_4 > nor2_4 > a2bb2oi_2 > buf_2"
detailed_routing:
  wire_per_inst_um: 9.07
  vias: 322
  firstDrtPassIters: 2
  vias_per_cell: 3.13
  antenna_cells: 0
  ant_nets: 0
  drt_iter0_markers: 40
  drc: 0
  routed_wl_um: 934
logic_synthesis:
  synth.top_cell.area_share: 0.0853
  yosys-top-cells-count: "nand2_1, a21oi_1, buf_4, nand2b_1"
  ys_warn_count: 0
  synth_chip_area_um2: 264
  syn_area_um2: 264
  largest_area_cell: "buf_4"
  ys_types: 24
  synth.avg_cell_area_um2: 7.14
  synth_seq_share: 0
  yosys-stat-cells: 37
  ys_top_cells_by_area: "buf_4, nand2b_1, o32ai_2, a21oi_1, a221oi_2"
  synth.most_common_cell: "nand2_1"
  synthCells: 37
finish:
  seqCellArea_um2: 0
  layout-drive-gt1-share: 0.632
  flops: 0
  syn2layout_area_growth_pct: 84.8
  clockBufferCount: 0
  layout.cells.non_filler: 103
final_timing:
  drv_slew: 0
  setup-violations-final: 0
  fmax_mhz: 649
  hold_violations: 0
  fin_crit_sh: 0.963
  rsz0062_at_grt: "no"
  timing.hold.ws_ns: 1.01
  period_minus_slack_ns: 1.54
  final.setup.tns_ns: 0
grt:
  busiest_layer: "met2"
  grt_use_met1: 0.0369
  grtUsageMet3: 0.00227
  grt_pass1_vias: 321
  grt_remaining_overflow: 0
  grt_first_pass_wirelength_um: 1500
  grt_usage: 0.0275
  grt_max_degree: 10
  gr-usage-met2: 0.0490
  grt_antenna_before_repair: 0
power_and_ir_drop:
  swShare: 0.428
  pwr-share-comb: 1.000
  power_density_nw_per_um2: 247
  peakVddDrop_v: 0.0000335
  power_switching_w: 0.0000515
  seq_power_share: 0
  clockPowerShare: 0
  internal-power_w: 0.0000688
  power_w: 0.000120
  leakagePower_nw: 0.202
worst_hold_path:
  hold_path_class: "in2out"
  min-delay-start: "a"
run:
  warning_count: 33
  cap_violations: 0
cts:
  hold_buffers: 0
place:
  gp_congestion: 0.696
  dp_cells: 98
  portBuffers: 11
  dp_hpwl_um: 698
run_status:
  status: "finished, final reports clean"
## per-stage QoR
| step | instance area, um^2 | utilization | worst slack [ns] |
|---|---|---|---|
| floorplan | 268 | - | 0.396 |
| detailed placement | 459 | 0.134 | -0.676 |
| global placement | 459 | 0.134 | -0.650 |
| finish | 488 | 0.143 | 0.0592 |
| CTS | 489 | 0.143 | -0.0220 |
| global route | 488 | 0.143 | 0.000889 |
## kinds of logic after synthesis
kind of cell    Yosys count  synth area share
compound gates           10             0.370
other cells               1            0.0142
buf+inv                   7             0.180
simple gates             18             0.403
xor+xnor                  1            0.0332
## placed cells by master, fill, tap and decap left out
cell type and n:
buf_4 10, nor3_4 1, buf_6 4, a21oi_2 1, nor2_1 2, a2bb2oi_2 1
nor3_2 1, clkbuf_2 2, a2bb2oi_1 1, and3b_4 1, and2_1 1, inv_2 1
nor2_4 1, conb_1 2, nor3b_1 1, buf_2 8, a221oi_2 1, xor2_1 1
o22a_1 1, o22ai_1 1, nand2_1 3, nand2_2 1, and2b_4 1, dlygate4sd2_1 1
a211oi_2 1, a21oi_1 2, nor2b_1 2, o32ai_2 1, nand2b_1 3
## power by group through the flow
stage,combinational [W],clock (W),sequential [W]
CTS,0.000120,0,0
global route,0.000133,0,0
finish,0.000120,0,0
## per-layer routing
layer | routed length (um) | up-vias
li1 | - | 166
met1 | 469 | 150
met2 | 438 | 6
met3 | 26 | 0
met4 | 0 | 0
met5 | 0 | -
## timing repair
action,4_1_cts,5_1_grt
pin swaps,6,4
gates resized,41,5
endpoints found under the setup margin,7,6
buffers inserted,5,0
hold endpoints to repair,0,0
## layout make-up
type                       count  area, um^2
inverter                       1        3.75
multi-input combinational     31         248
timing repair buffer          25         179
fill                         393        2930
tap                           46        57.6
## path summary, 6_finish.rpt
check | slack (ns) | end | cells after the start
max | 0.06 | outg | 7
min | 1.01 | outc | 4
Power and IR drop assume default switching activity.
